===== flow/config.mk =====
export PLATFORM = sky130hd
export DESIGN_NAME = Main_Cache
export DESIGN_NICKNAME = Main_Cache
export VERILOG_FILES = /design/flow/design.v
export SDC_FILE = /design/flow/constraint.sdc
export NUM_CORES = 4
export LEC_CHECK = 1
export CORE_UTILIZATION = 50

===== flow/constraint.sdc =====
current_design Main_Cache

set clk_period 18.7
set clk_io_pct 0.2

create_clock -name clk0 -period $clk_period [get_ports {clk}]

set non_clock_inputs [all_inputs -no_clocks]
set_input_delay [expr $clk_period * $clk_io_pct] -clock clk0 $non_clock_inputs
set_output_delay [expr $clk_period * $clk_io_pct] -clock clk0 [all_outputs]

===== flow/design.v =====
`timescale 1ns / 1ps
module CACHE(clk, reset, hit, cacheaddress, readdata, writeen, writedata, memreadaddress, memwriteaddress, memwriteen, memreaden, memdata, memwritedata);
	input wire clk, reset, writeen;
	output wire hit;
	input wire [5:0]cacheaddress;
	input wire [7:0]writedata, memdata;
	output wire [7:0]readdata;
	output reg [5:0]memwriteaddress;
	output wire [5:0]memreadaddress;
	output reg [7:0]memwritedata;
	output wire memreaden;
	output reg memwriteen;
	wire hit_w1, hit_w2;
	reg [13:0]way1 [7:0];
	reg [13:0]way2 [7:0];
	assign hit_w1 = way1[cacheaddress[2:0]][13] && (way1[cacheaddress[2:0]][10:8] == cacheaddress[5:3]);
	assign hit_w2 = way2[cacheaddress[2:0]][13] && (way2[cacheaddress[2:0]][10:8] == cacheaddress[5:3]);
	assign hit = hit_w1 || hit_w2;
	assign readdata = (hit_w1)?way1[cacheaddress[2:0]][7:0]:((hit_w2)?way2[cacheaddress[2:0]][7:0]:8'hzz);
	assign memreaden = (!hit) && (!writeen);
	assign memreadaddress = cacheaddress;
	always @(*)
	begin
			if(!hit)   
			begin
				if(way1[cacheaddress[2:0]][11])
				begin
					if(way2[cacheaddress[2:0]][12])
					begin
						memwriteen = 1'b1;
						memwriteaddress = {way2[cacheaddress[2:0]][10:8], cacheaddress[2:0]};
						memwritedata = way2[cacheaddress[2:0]][7:0];
					end 
					else
					begin
						memwriteen = 1'b0;
						memwriteaddress = 6'hxx;
						memwritedata = 8'h00;
					end
				end
				else
				begin
					if(way1[cacheaddress[2:0]][12])
					begin
						memwriteen = 1'b1;
						memwriteaddress = {way1[cacheaddress[2:0]][10:8], cacheaddress[2:0]};
						memwritedata = way1[cacheaddress[2:0]][7:0];
					end
					else
					begin
						memwriteen = 1'b0;
						memwriteaddress = 6'hxx;
						memwritedata = 8'h00;
					end
				end
			end
			else
			begin
				memwriteen = 1'b0;
				memwriteaddress = 6'hxx;
				memwritedata = 8'h00;
			end
	end
	integer i;
	always @(posedge clk)
	begin
		if(reset)
			for(i=0; i<=7; i=i+1)
			begin
				way1[i][13:0] <= 14'h0000;
				way2[i][13:0] <= 14'h0000;
			end
		else
		if(writeen)
		begin
			if(hit)
			begin
				if(hit_w1)
				begin
					way1[cacheaddress[2:0]][7:0] <= writedata;
					way1[cacheaddress[2:0]][10:8] <= cacheaddress[5:3];
					way1[cacheaddress[2:0]][13] <= 1'b1;  
					way1[cacheaddress[2:0]][12] <= 1'b1;  
					way1[cacheaddress[2:0]][11] <= 1'b1;  
					way2[cacheaddress[2:0]][11] <= 1'b0;
				end
				else
				begin
					way2[cacheaddress[2:0]][7:0] <= writedata;
					way2[cacheaddress[2:0]][10:8] <= cacheaddress[5:3];
					way2[cacheaddress[2:0]][13] <= 1'b1;
					way2[cacheaddress[2:0]][12] <= 1'b1;
					way2[cacheaddress[2:0]][11] <= 1'b1;
					way1[cacheaddress[2:0]][11] <= 1'b0;
				end
			end
			else
			begin
				if(way1[cacheaddress[2:0]][11])
				begin
					way2[cacheaddress[2:0]][7:0] <= writedata;
					way2[cacheaddress[2:0]][10:8] <= cacheaddress[5:3];
					way2[cacheaddress[2:0]][13] <= 1'b1;
					way2[cacheaddress[2:0]][12] <= 1'b1;
					way2[cacheaddress[2:0]][11] <= 1'b1;
					way1[cacheaddress[2:0]][11] <= 1'b0;
				end
				else
				begin
					way1[cacheaddress[2:0]][7:0] <= writedata;
					way1[cacheaddress[2:0]][10:8] <= cacheaddress[5:3];
					way1[cacheaddress[2:0]][13] <= 1'b1;
					way1[cacheaddress[2:0]][12] <= 1'b1;
					way1[cacheaddress[2:0]][11] <= 1'b1;
					way2[cacheaddress[2:0]][11] <= 1'b0;
				end
			end
		end
		else  
		begin
			if(hit_w1)
			begin
				way1[cacheaddress[2:0]][13] <= 1'b1;  
				way1[cacheaddress[2:0]][11] <= 1'b1;
				way2[cacheaddress[2:0]][11] <= 1'b0;
			end
			else if(hit_w2)
			begin
				way2[cacheaddress[2:0]][13] <= 1'b1;  
				way1[cacheaddress[2:0]][11] <= 1'b0;
				way2[cacheaddress[2:0]][11] <= 1'b1;
			end
			else
			begin
				if(way1[cacheaddress[2:0]][11])
				begin
					way2[cacheaddress[2:0]][7:0] <= memdata;
					way2[cacheaddress[2:0]][10:8] <= cacheaddress[5:3];
					way2[cacheaddress[2:0]][13] <= 1'b1;
					way2[cacheaddress[2:0]][12] <= 1'b1;
					way2[cacheaddress[2:0]][11] <= 1'b1;
					way1[cacheaddress[2:0]][11] <= 1'b0;
				end
				else
				begin
					way1[cacheaddress[2:0]][7:0] <= memdata;
					way1[cacheaddress[2:0]][10:8] <= cacheaddress[5:3];
					way1[cacheaddress[2:0]][13] <= 1'b1;
					way1[cacheaddress[2:0]][12] <= 1'b1;
					way1[cacheaddress[2:0]][11] <= 1'b1;
					way2[cacheaddress[2:0]][11] <= 1'b0;
				end
			end
		end
	end
endmodule
`timescale 1ns / 1ps
module Main_Cache(clk, reset, hit, readdata, Address);
	input wire clk, reset;
	output [7:0] readdata;
	output hit;
	wire RWB;
	wire [7:0] Data;
	output wire [5:0] Address;
	Processor processor(.clk(clk), .start(reset), .RWB(RWB), .Address(Address), .Data(Data));
	Memorysystem memorysystem(.clk(clk), .reset(reset), .writedata(Data), .writeen(RWB), .address(Address), .readdata(readdata), .hit(hit)); 	
endmodule
`timescale 1ns / 1ps
module Memorysystem(clk, reset, hit, address, readdata, writedata, writeen);
	input clk, reset, writeen;
	output wire hit;
	input [5:0]address;
	input [7:0]writedata;
	output [7:0]readdata;
	wire [7:0]readdata1, memdata;
	assign readdata = (!writeen)?((hit)?readdata1:memdata):8'h00;
	wire [5:0]memreadaddress, memwriteaddress;
	wire memwriteen, memreaden;
	wire [7:0] memwritedata;
	RAM ram(.ReadData(memdata), .WriteData(memwritedata), .Reset(reset), .readAddress(memreadaddress), .writeAddress(memwriteaddress), .Clk(clk), .writeEn(memwriteen), .readEn(memreaden));
	CACHE cache(.clk(clk), .reset(reset), .hit(hit), .cacheaddress(address), .readdata(readdata1), .writeen(writeen), .writedata(writedata), .memreadaddress(memreadaddress), .memwriteaddress(memwriteaddress), .memwriteen(memwriteen), .memreaden(memreaden), .memdata(memdata), .memwritedata(memwritedata));
endmodule
module Processor(
	clk,
	start,
	RWB,
	Address,
	Data
);
input clk;
input	start;
output RWB;
output reg[5:0] Address;
output reg[7:0] Data;
reg Addreg;
always@(posedge clk)
begin
	begin
	Data[0] <= start ? 1'b0 : Data[7]^ Data[6];
	Data[6:1] <= start ? 5'b0: Data[5:0];
	Data[7] <= start ? 1'b1 : Data[6];
	Address[0] <= start ? 1'b0 : Address[5]^ Addreg;
	{Addreg,Address[3:1]} <= start ? 4'b0: Address[3:0];
	Address[4]<=0;
	Address[5] <= start ? 1'b1 : Addreg;
	end
end
assign RWB = Data[5];
endmodule
module RAM (ReadData, WriteData, Reset,readAddress,writeAddress, Clk, writeEn,readEn);
  output [7 : 0] ReadData;
  input [7 : 0] WriteData;
  input [5 : 0] readAddress,writeAddress;
  input Clk  ,writeEn , readEn , Reset;
  reg [7 : 0] Memory [0 : 63];
  integer i;
  assign ReadData =(readEn)? Memory[readAddress]:8'bzzzzzzzz;
  always @(posedge Clk)
   if (Reset) begin
	for(i=0;i<64;i=i+1)
      Memory [i] = 8'b00000000;		
    end else  if (writeEn)
      Memory [writeAddress] = WriteData;
endmodule

===== flow/run.sh =====
#!/bin/bash
# OpenROAD 26Q1-2900-gdf79404cd8, Yosys 0.63+post, stock flow scripts
make -C /OpenROAD-flow-scripts/flow DESIGN_CONFIG=/design/flow/config.mk WORK_HOME=/design/flow/orfs finish

==> notes.md <==
fresh numbers from the pnr run: Slew @ Worst Pin 0.9487 ns, ys cells 1741, Hold Path Origin memorysystem.cache.way1[4][12]$_DFF_P_, Syn. warnings 5, YS chip area 0.02085 mm^2, CTS Buf Count 51, chip height 206.2 um, Final Hold Vio Count 0, CTS tree yes, post-synthesis cell area 0.02085 mm^2, CP endpoint kind output port, All-Layer GR Usage 35.46%, hpwl dp 41680 um, Synth area leader edfxtp_1, Max Slew Vio Count 0, maximum clock frequency 0.1116 GHz, Detailed Routing Iterations Pass 1 8, ys flops 470, # fillers 3387, post-route setup TNS 0 ns, Critical Path AT 5.22 ns, worst reg2reg path startpoint processor.Address[2]$_SDFF_PP0_, Clock Skew 0.02682 ns, fin area 0.02313 mm^2, Post-CTS Hold Fix Bufs 0, routed wire length 66380 um, Worst Path Max Fanout 37, Worst EP required 14.96 ns, CTS Buffer Depth 3, Max-Cap Viols 0, Worst-Skew Late Latency 0.61 ns, dpl cell area 0.02155 mm^2, VDD IR max 0.07133 mV, Post-synth ARST share 0%, number of H-tree levels 2, area growth from synthesis to layout 10.93%, final worst path period need 8.957 ns, crit start category register, OpenROAD warnings 25, I/O pin count 17, antenna violations before repair 1, post-CTS setup buffer count 0, Die W 206.2 um, EDFF count, synth 424, CP startpoint processor.Address[1]$_SDFF_PP0_, Largest cells by area edfxtp_1 61%, nor2_1 8.7%, dfxtp_1 4.4%, slew margin rel. 36.62%, Min-Delay Path Class register to register, share of cells above drive strength 1 12.49%, RSZ-0062 raised after global routing no, Pleak 7.677 nW, main flop type edfxtp_1, Rows 74, WS Path Type register to output port, largest net degree at the start of global routing 63, gr ovfl total 0, Buffers on Ports 15, vias 14651, Avg WL per Cell 28.74 um, Post-Syn Instances 1741, period utilization 47.90%, Top Layout Cells 485 x nor2_1, 424 x edfxtp_1, 94 x a22oi_1, post-synthesis cell type count 61, status finished, final reports clean, Pre-Place Util 50.84%, Setup Viol. Count Final 0, synthesized area per cell 11.98 um^2, dpl cells 2216, vias per cell 6.342, Reg area 0.01366 mm^2, fin cells 2310, vias in the first global route 14846, full die area 0.04253 mm^2, area occupied by multi-input gates 0.006549 mm^2, DRC errors left 0, clock-pin slew on the worst setup and hold paths 0.06 ns, DRT iter0 DRCs 1381, Root Buffer clkbuf_16, Seq share, synth 65.47%, core area 0.04102 mm^2, post_cts resized 0, final antenna-violating net count 0, Top cell excl fill/tap nor2_1, antenna fix cells 0, Top-area cell share 61.06%, Final GP Congestion 0.9793, Finished Core Util 56.40%, first-pass GRT wire length 97460 um, PwrDens 104.2 mW/mm^2, # clock sinks 470
cells by family after synthesis:
logic type / synth area share, %
AOI/OAI and AO/OA: 10.38
xor gates and xnor gates: 0.2520
buffers and inverters: 3.276
DFF: 65.47
muxes: 5.604
other: 0.01798
and+or+nand+nor: 14.99
worst max-delay path, stage by stage, from the launching register on:
cell             delay (ns)
dfxtp_4                0.57
buf_4                  0.53
buf_4                  0.58
and2_1                 0.75
nand2_1                0.13
o21ai_0                0.11
a221oi_1               0.15
o31ai_1                0.82
o21ai_0                0.24
o22ai_1                0.22
clkdlybuf4s50_1        0.50
final cells by class:
type                            instances  area share, %
Timing Repair Buffer                   74          2.553
Clock buffer                           77          6.199
Sequential cell                       470          59.06
Tap cell                              532          2.878
Multi-Input combinational cell       1117          28.31
Clock inverter                         17         0.6274
Inverter                               23         0.3732
metal layers:
layer	track usage (%)	up-vias	share of wire, %
met5	0	-	0.020
met4	11.90	2	4.6
met3	16.65	192	13
met2	52.55	917	47
met1	49.67	7157	36
li1	-	6383	-
final timing paths:
kind	end	slack, ns	depth (start not counted)
worst max-delay path	readdata[4]	9.74	10
worst min-delay path	memorysystem.cache.way1[4][12]$_DFF_P_	0.44	2
worst max register to register	memorysystem.cache.way2[4][0]$_DFFE_PP_	13.47	8
worst min register to register	memorysystem.cache.way1[4][12]$_DFF_P_	0.44	2
state kept, by name, summed over array words and instances (netlist names):
register / count
processor.Data: 8
processor.Addreg: 1
memorysystem.ram.Memory: 256
memorysystem.cache.way1: 104
processor.Address: 5
memorysystem.cache.way2: 96
power breakdown:
part	total, mW	internal, mW	switching (mW)	leakage, nW
logic	0.245	0.0697	0.175	2.14
clock network	0.961	0.556	0.406	0.773
registers	1.20	1.19	0.0177	4.76
total	2.41	1.81	0.598	7.68
cells in the mapped netlist, types with 22 or more instances:
library cell and number:
o21ai_0 38, nand2_1 75, dfxtp_1 46, buf_2 57, nand2b_1 34, clkbuf_1 56
a22oi_1 94, a21oi_1 45, edfxtp_1 424, nor2_1 486, a221oi_1 36, mux2i_1 38
mux2_2 40, nand3_1 36, inv_1 22
per-stage QoR:
step	hold WS [ns]	total power [mW]	worst slack, ns
after floorplan	0.4256	1.360	12.37
after global placement	0.4348	1.465	10.55
after detailed placement	0.4428	1.465	10.55
after CTS	0.4504	2.415	9.872
after global routing	0.4678	2.476	9.550
final	0.4444	2.411	9.743
Power figures rest on the tool's default switching activity, not on a simulated workload.
