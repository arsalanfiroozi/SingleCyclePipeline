--- flow/design.v ---
`timescale 1ns / 1ps
module RegisterFile_PipeLine(ReadReg1, ReadReg2, WriteReg, RegWrite, WriteData, clk, ReadData1, ReadData2);
	input [4:0]ReadReg1, ReadReg2, WriteReg;
	input clk, RegWrite;
	input [31:0]WriteData;
	output [31:0]ReadData1, ReadData2;
	reg [31:0]regfile[31:0];
	assign ReadData1 = (ReadReg1 != 5'h0000)? regfile[ReadReg1]: 32'h0000;
	assign ReadData2 = (ReadReg2 != 5'h0000)? regfile[ReadReg2]: 32'h0000;
	always @(negedge clk)
		if(RegWrite) begin
			regfile[WriteReg] <= WriteData;
		end
endmodule
--- flow/run.sh ---
#!/bin/bash
# OpenROAD 26Q1-2900-gdf79404cd8, Yosys 0.63+post, stock flow scripts
make -C /OpenROAD-flow-scripts/flow DESIGN_CONFIG=/design/flow/config.mk WORK_HOME=/design/flow/orfs finish
--- flow/config.mk ---
export PLATFORM = sky130hd
export DESIGN_NAME = RegisterFile_PipeLine
export DESIGN_NICKNAME = RegisterFile_PipeLine
export VERILOG_FILES = /design/flow/design.v
export SDC_FILE = /design/flow/constraint.sdc
export NUM_CORES = 4
export LEC_CHECK = 1
export CORE_UTILIZATION = 30
--- flow/constraint.sdc ---
current_design RegisterFile_PipeLine

set clk_period 7.1
set clk_io_pct 0.2

create_clock -name clk0 -period $clk_period [get_ports {clk}]

set non_clock_inputs [all_inputs -no_clocks]
set_input_delay [expr $clk_period * $clk_io_pct] -clock clk0 $non_clock_inputs
set_output_delay [expr $clk_period * $clk_io_pct] -clock clk0 [all_outputs]
==> run summary <==
Comb power frac = 8.6%
first-pass GRT wire length = 229.3 mm
P_sw = 0.004656 W
WP data arrival = 6210 ps
Final Cell Area = 0.06203 sq mm
Peak VDD IR = 0.0001918 V
proportion of layout cells with a drive suffix above 1 = 33.36%
worst slew pin tran = 1204 ps
synthesis warning total = 1
Layout area overhead = 31.85%
Initial Util = 30.36%
Avg Inst Size Synth = 20.55 sq um
Ports = 113
pwr/cell area = 263.9 mW/mm^2
GPL Wtd Cong = 0.8716
WHS = 3704 ps
Switching Share = 28.44%
Die Wd = 398.0 um
max FFs per register = 1024
Area leader share = 65.35%
top flop regs = regfile (1024)
clock buffer depth = 3
unrepaired setup endpoints after global routing = yes
H-tree Lvls = 3
Cell Area, Placed = 0.05292 sq mm
crit path DRT = 5680 ps
leakage power = 23.75 nW
# setup viols final = 64
vias in the first global route = 36840
Max Cap Viol = 0
CP startpoint kind = flop
Reg with most FFs = regfile
iteration count of the initial detailed-routing pass = 5
row count = 144
Setup CP Type = reg2out
register area = 0.03075 sq mm
clock root buffer = clkbuf_16
initial antenna violation count = 8
initial DRC count = 1455
Gate Count Post-Synth = 2289
largest net degree at the start of global routing = 69
OpenROAD warning count = 1030
dpl ws = -487.3 ps
Logic area = 0.01729 sq mm
drt total wl = 160.0 mm
cts hold-fix bufs = 0
chip height = 398.0 um
Yosys cell types = 41
gr ovfl total = 0
Placeable Area = 0.1549 sq mm
CTS tree = built
Slew Viols, Final = 0
Post-DRT Antenna Nets = 0
fin util = 40.04%
via count = 30360
vias per cell = 5.286
Clk pwr share = 49.8%
FILL cells = 13310
Hold Vio Cnt, Final = 0
#FFs+latches synth = 1024
Post-Syn Area = 0.04705 sq mm
internal power = 0.01172 W
port buffer count = 112
DR WL/cell = 27.87 um
Synth area leader = edfxtp_1
final worst slack = -528.4 ps
total die size = 0.1584 sq mm
# Cells Yosys = 2289
ant diodes = 0
Post-synth seq share = 65.35%
Cell area leaders = edfxtp_1 65%, mux4_2 22%, mux2i_1 3.4%
Tot GR Track Use = 21.91%
yosys stat chip area = 0.04705 sq mm
crit end category = output port
DRC = 0
CP max FO = 2
worst relative slew slack = 19.71%
clock slew at reported path FFs = 30 ps
outcome = complete, but fails checks
post-DP HPWL = 95.96 mm
setup_tns = -21650 ps
Num CTS Buffers = 105
CTS Sinks = 1024
Flop pwr share = 41.6%
failing checks = setup timing
Hold Path Class = in2out
what timing repair did:
action / in CTS / in global routing
setup endpoints to repair: 64 / 64
pin swaps: 123 / 32
buffers inserted: 23 / 12
resized: 482 / 38
final cells by class:
type | instances | share of cell area [%]
repair buffers | 383 | 6.210
clock buffers | 107 | 4.316
flip-flops and latches | 1024 | 49.57
well taps | 2044 | 4.123
clock inverters | 1112 | 7.906
inverters | 2 | 0.01210
multi-input cells | 1071 | 27.86
critical path, cell delays in order, from the launching register on:
cell and delay, ps:
edfxtp_1 400, mux4_2 510, mux4_2 500, o22ai_2 180, nor3_2 80, dlygate4sd2_1 280
stage by stage:
stage | cells | total power, W
floorplan | 2289 | 0.008387
global placement | 4517 | 0.009023
detailed placement | 4517 | 0.009047
CTS | 5735 | 0.01658
global route | 5743 | 0.01737
finish | 5743 | 0.01637
synthesized netlist by cell type, drive strengths merged:
| cell | n |
|---|---|
| a221oi | 5 |
| a211oi | 4 |
| nor2b | 9 |
| and3 | 1 |
| buf | 120 |
| and4b | 1 |
| a32o | 4 |
| nor2 | 39 |
| and2 | 3 |
| mux2 | 32 |
| nand3 | 5 |
| nor4 | 5 |
| mux4 | 468 |
| o221ai | 1 |
| nor4b | 2 |
| a22oi | 17 |
| a21oi | 12 |
| or2 | 2 |
| or3b | 4 |
| o211a | 4 |
| a22o | 53 |
| o21ai | 5 |
| a311oi | 1 |
| clkbuf | 71 |
| nand3b | 8 |
| inv | 3 |
| nand2 | 8 |
| o22ai | 105 |
| nand2b | 5 |
| nor3 | 55 |
| a2111oi | 53 |
| or3 | 2 |
| mux2i | 158 |
| edfxtp | 1024 |
cells in the final DEF, fill, tap and decap left out, drive strengths merged, types with 2 or more instances in the layout:
master | Yosys | layout
nor4b | 2 | 2
bufinv | 0 | 22
mux2 | 32 | 32
o211a | 4 | 4
a2111oi | 53 | 53
nand3 | 5 | 5
nor4 | 5 | 5
a22o | 53 | 53
o21ai | 5 | 5
nor3 | 55 | 55
clkdlybuf4s50 | 0 | 40
a211oi | 4 | 4
clkinv | 0 | 6
and2 | 3 | 3
a221oi | 5 | 5
dlygate4sd2 | 0 | 2
nor2b | 9 | 9
nor2 | 39 | 39
mux4 | 468 | 468
a22oi | 17 | 17
a21oi | 12 | 12
or2 | 2 | 2
o22ai | 105 | 105
nand2b | 5 | 5
buf | 120 | 339
a32o | 4 | 4
edfxtp | 1024 | 1024
or3b | 4 | 4
clkinvlp | 0 | 30
mux2i | 158 | 158
nand3b | 8 | 8
nand2 | 8 | 8
or3 | 2 | 2
inv | 3 | 1056
clkbuf | 71 | 109
power groups by stage:
stage / combinational [W] / sequential (W) / clock (W)
CTS: 0.00140 / 0.00681 / 0.00836
global route: 0.00149 / 0.00680 / 0.00907
finish: 0.00141 / 0.00681 / 0.00815
cells by family (layout without fill, tap and decap cells):
family                 after synthesis  in the layout  synth area share, %
AND/OR/NAND/NOR                    149            149                1.633
flip-flops                        1024           1024                65.35
multiplexers                       658            658                26.53
AND-OR/OR-AND                      264            264                4.210
buffers and inverters              194           1604                2.274
final timing paths:
path	from	endpoint	depth (start not counted)	slack [ps]
setup / recovery	regfile[23][29]	ReadData1[29]	5	-530
hold / removal	ReadReg2[1]	ReadData2[19]	4	3700
layer usage:
layer	GRT usage (%)	wire length, um
met1	19.59	45860
met5	1.392	385
met4	9.389	5804
met3	23.23	34170
met2	30.70	73820
Power is estimated from default activity; no workload was simulated.
